File: config.mk
export PLATFORM = sky130hd
export DESIGN_NAME = Game
export DESIGN_NICKNAME = Game
export VERILOG_FILES = /design/flow/design.v
export SDC_FILE = /design/flow/constraint.sdc
export NUM_CORES = 4
export LEC_CHECK = 1
export CORE_UTILIZATION = 30
File: constraint.sdc
current_design Game

set clk_period 2.8
set clk_io_pct 0.2

create_clock -name clk0 -period $clk_period [get_ports {clk}]

set non_clock_inputs [all_inputs -no_clocks]
set_input_delay [expr $clk_period * $clk_io_pct] -clock clk0 $non_clock_inputs
set_output_delay [expr $clk_period * $clk_io_pct] -clock clk0 [all_outputs]
File: design.v
`timescale 1ns / 1ps
module Game(clk, vga_h_sync, vga_v_sync, vga_R, vga_G, vga_B, btnUp, btnDown, btnLeft, btnRight
		 );
	input clk;
output vga_h_sync, vga_v_sync;
output reg [2:0] vga_R, vga_G;
output reg [1:0] vga_B;
input btnUp, btnDown, btnLeft, btnRight;
wire dclk;
reg [16:0] q;
always @(posedge clk)
	q = q+1;
assign dclk =q[0];
parameter hpixels = 800; 
parameter vlines = 521;  
parameter hpulse = 96; 	 
parameter vpulse = 2; 	 
parameter hbp = 144; 	 
parameter hfp = 784; 	 
parameter vbp = 31; 		 
parameter vfp = 511; 	 
wire inDisplayArea;
wire [9:0] CounterX;
wire [8:0] CounterY;
hvsync_generator syncgen(.clk(clk), .vga_h_sync(vga_h_sync), .vga_v_sync(vga_v_sync), 
  .inDisplayArea(inDisplayArea), .CounterX(CounterX), .CounterY(CounterY));
wire border = (CounterX[9:3]==0) || (CounterX[9:3]==79) || (CounterY[8:3]==0) || (CounterY[8:3]==59);
parameter [9:0] defaultFrogX = 10'b0000001000;
parameter [8:0] defaultFrogY = 9'b011110000;
reg [9:0] FrogX = defaultFrogX;
reg [8:0] FrogY = defaultFrogY;
reg Frog_inX, Frog_inY;
always @(posedge dclk)
if(Frog_inX==0) Frog_inX <= (CounterX==FrogX) & Frog_inY; else Frog_inX <= !(CounterX==FrogX+32);
always @(posedge dclk)
if(Frog_inY==0) Frog_inY <= (CounterY==FrogY); else Frog_inY <= !(CounterY==FrogY+32);
wire Frog = Frog_inX & Frog_inY;
reg [8:0] Croc1Y;
reg Croc1dir;
always @(posedge dclk)
begin
	if (|Croc1Y) Croc1dir <= 0;
	else if (~&Croc1Y) Croc1dir <= 1;
end
always @(posedge dclk)
begin
	if (Croc1dir) Croc1Y <= Croc1Y - 1;
	else Croc1Y <= Croc1Y + 1;
end
reg [8:0] Croc2Y;
reg Croc2dir;
always @(posedge dclk)
begin
	if (|Croc2Y) Croc2dir <= 0;
	else if (~&Croc2Y) Croc2dir <= 1;
end
always @(posedge dclk)
begin
	if (Croc2dir) Croc2Y <= Croc2Y - 1;
	else Croc2Y <= Croc2Y + 1;
end
wire Croc1 = (CounterY>=Croc1Y+8) && (CounterY<=Croc1Y+120) && (CounterX[9:4]==20);
wire Croc2 = (CounterY>=Croc2Y+8) && (CounterY<=Croc2Y+120) && (CounterX[9:4]==30);
wire BouncingObject = Croc1 | Croc2; 
reg [3:0] Collision;
always @(posedge dclk)
begin 
	if(BouncingObject & (CounterX==FrogX   ) & (CounterY==FrogY+ 8)) Collision[3]<=1;
	if(BouncingObject & (CounterX==FrogX+16) & (CounterY==FrogY+ 8)) Collision[2]<=1;
	if(BouncingObject & (CounterX==FrogX+ 8) & (CounterY==FrogY   )) Collision[1]<=1;
	if(BouncingObject & (CounterX==FrogX+ 8) & (CounterY==FrogY+16)) Collision[0]<=1;
end	
always @(posedge dclk)
if(btnUp ^ btnDown ^ btnLeft ^ btnRight)
begin
	if(btnDown)
	begin
		if (~&FrogY)
			FrogY <= FrogY + 1;
	end
	else if (btnUp)
	begin
		if(|FrogY)
			FrogY <= FrogY - 1;
	end
	else if (btnRight)
	begin
		if (FrogX < 10'b1011111111)
			FrogX <= FrogX + 1;
	end
	else if (btnLeft)
	begin
		if(|FrogX)
			FrogX <= FrogX - 1;
	end
	if(|Collision) 
	begin
		FrogX <= defaultFrogX;
		FrogY <= defaultFrogY;
	end
end
reg R;
reg B;
reg G;
always @(posedge dclk)
	begin
 R = ~Frog | ~border;
 G = ~BouncingObject | ~border;
 B = ~BouncingObject | ~Frog | ~border;
	end 
always @(posedge dclk)
begin
	vga_R <= (R & inDisplayArea) ? 3'b111:3'b000;
	vga_G <= (G & inDisplayArea) ? 3'b111:3'b000;
	vga_B <= (B & inDisplayArea) ? 2'b11:2'b00;
end
endmodule
module hvsync_generator(clk, vga_h_sync, vga_v_sync, inDisplayArea, CounterX, CounterY);
input clk;
output vga_h_sync, vga_v_sync;
output inDisplayArea;
output [9:0] CounterX;
output [8:0] CounterY;
reg [9:0] CounterX;
reg [8:0] CounterY;
reg CounterXmaxed;
always @(CounterX)
     CounterXmaxed <= (CounterX==10'h2FF);
always @(posedge clk)
if(CounterXmaxed)
	CounterX <= 0;
else
	CounterX <= CounterX + 1;
always @(posedge clk)
if(CounterXmaxed) CounterY <= CounterY + 1;
reg	vga_HS, vga_VS;
always @(posedge clk)
begin
	vga_HS <= (CounterX[9:4]==6'h2D);  
	vga_VS <= (CounterY==500);  
end
reg inDisplayArea;
always @(posedge clk)
if(inDisplayArea==0)
	inDisplayArea <= (CounterXmaxed) && (CounterY<480);
else
	inDisplayArea <= !(CounterX==639);
assign vga_h_sync = ~vga_HS;
assign vga_v_sync = ~vga_VS;
endmodule
File: run.sh
#!/bin/bash
# OpenROAD 26Q1-2900-gdf79404cd8, Yosys 0.63+post, stock flow scripts
make -C /OpenROAD-flow-scripts/flow DESIGN_CONFIG=/design/flow/config.mk WORK_HOME=/design/flow/orfs finish
==> run notes <==
The pin closest to its max-slew limit shows a slew of 0.503 ns. Adding up every negative setup slack in the final design gives 0 ns. Multiplexer cells account for 0% of the synthesized area.

The placement stage leaves a total instance area of 3610 sq um. Per the skew report, the later register of the worst-skew pair sees a clock latency of 0.26 ns. The overall die size recorded for this design is 11800 sq um.

Of all flip-flops after synthesis, the portion carrying an async set or reset was 0%. Cells with a size suffix above 1 make up 2.09% of the layout. CTS placed an instance of sky130_fd_sc_hd__clkbuf_16 at the clock tree root. Predominant post-synthesis flop cell: sky130_fd_sc_hd__dfxtp_1. The run gives 1 for the maximum fanout along the worst path.

The maximum operating frequency was 0.623 GHz. For the post-detailed-route DRC marker count, the log shows 0. The synthesized cell area was 3410 sq um; the count of state elements after synthesis was 51.

Row generation in the floorplan step produced 38 rows. Data on the critical path is required at its endpoint by 2.24 ns. No sink is reached through more buffers than the 2 on the longest clock path. After synthesis, the largest family of logic cells by area is simple AND/OR/NAND/NOR gates. The layout report lists the combined flip-flop and latch area as 1110 sq um. The worst path arrival time was 1.05 ns; the post-layout worst setup margin was 1.19 ns. The power report puts the leakage power at 1.54 nW. Per the post-synthesis stats, the area per cell is 8.99 sq um.

Checking hold timing, the worst path is listed with class flop to flop. Switching share of total power: 18.8%. Per the post-synthesis report, the number of cells in the design is 379. The run gives 0 as the number of max-cap violations.

Power density over cell area: 180 nW/um^2. Worst setup path category: flop to output pin. For the post-detailed-routing wire length, the log shows 6.03 mm. The number of vias in the routed layout was 2476; the initial antenna violation count was 0.

The height of the die is 109 microns, and the relative slew slack is 66.5%. The synthesis-to-finish area growth was 8.41%; the number of warnings in the stage logs was 33. TritonCTS built the clock tree.

The filler cell count is 1108, and the number of library cell types mapped by synthesis is 46. The H-tree depth is 1. The run finished with clean final reports.

The synthesis report lists the most area-consuming cells as sky130_fd_sc_hd__dfxtp_1, sky130_fd_sc_hd__ha_1, sky130_fd_sc_hd__edfxtp_1, sky130_fd_sc_hd__xnor2_1, sky130_fd_sc_hd__xor2_1. The total CTS buffers is 3, and the global route total overflow is 0. The synthesis stats list as the most numerous cell sky130_fd_sc_hd__ha_1. Post-synthesis, Yosys gives the total cell area as 3410 sq um. After Yosys synthesis, XOR and XNOR cells account for 11.6% of the synthesized area.

The run gives 0.294 mV as the worst ir drop on vdd. With the placed wire-length estimate at 4.65 mm, the total count of hold-check failures in the final report is 0. For the total global-route track usage, the log shows 11.1%. The standard cell with the maximum stage delay on the critical path was sky130_fd_sc_hd__clkdlybuf4s50_1.

Summing the sequential cell areas from Yosys gives 32.6% of the chip area. The floorplan step defined a core boundary enclosing 10900 sq um. The timer found 28 register pins that no clock reaches; their paths are not timed. 36 endpoints have no timing constraint. The finished cells cover 3690 sq um. The worst setup path is captured at an output pin. On the final layout, the worst clock skew is 0.00637 ns.

Setup repair after global routing left no endpoint under its margin. With the number of warnings printed during yosys synthesis at 2, the final critical path time including I/O delays and setup is 1.61 ns. The power report puts the net switching power at 0.125 mW. Of the total power, combinational logic draws 0%. The worst setup path is launched from a flop. For the number of global-route vias before repair, the log shows 2238.

After clock tree synthesis, the setup repair step added 0 buffers. The report lists the cells along the critical path as inv_1 > clkdlybuf4s50_1. Clock-pin slew was measured on the worst setup and hold paths at 0.07 ns. The detail route stage leaves a number of antenna-violating nets equal to 0. The largest total area in the synthesized netlist belongs to sky130_fd_sc_hd__dfxtp_1. Post-CTS repair changed the size of 0 cells. The initial utilization of the core area, before any placement, comes to 31.1%.

After Yosys synthesis, AND-OR and OR-AND compound gates account for 10.4% of the synthesized area. The post-synth count of flops with an enable pin is 9. With the final clock period utilization by the worst path at 57.4%, the number of detailed-routing iterations run before antenna repair is 4. The number of failing setup endpoints in the final timing report is 0.

The first-pass GRT wire length is 10.5 mm, and the die extent in x is 109 microns. The logs give 0 for the cts-stage hold buffer count and 0 for the count of final max-slew check failures. Sequential cells account for 52.0% of the total power. The area taken by multi-input combinational cells is reported as 2100 sq um. RePlAce ended its routability-driven mode at a weighted congestion of 0.814.

Dividing the detail-routed via count by the number of cells gives 4.73. Per the detail_route report, inserted antenna diodes total 0. The part of the power in the clock network is 48.0%. The synthesized netlist devotes 20.1% of its cell area to simple gates. The average wire per cell in the routed design came out at 11.5 microns.

The commonest cells after synthesis are sky130_fd_sc_hd__ha_1, sky130_fd_sc_hd__dfxtp_1, sky130_fd_sc_hd__nor2_1. The placement-stage worst setup slack was 1.25 ns. With the top-level I/O count at 15, the first-iteration detailed-routing DRC count is 139.

The area fraction of the largest cell type after synthesis is 24.7%. The internal portion of the total power is 0.538 mW. Maximum number of pins on one net before global-route repair: 30. The synthesized-area fraction occupied by adder cells is 19.5%, and the number of cells in Yosys stat is 379.

With the critical path's largest stage delay at 0.45 ns, the number of buffer cells added on primary ports is 10.
## flip-flops by register name, indices dropped and copies added, names as in the netlist, 9 cells and up
| register | cells |
|---|---|
| Croc1Y | 9 |
| Croc2Y | 9 |
| syncgen.CounterX | 10 |
| syncgen.CounterY | 9 |
## layout make-up
cell class	instances	share of cell area (%)
multi-input cells	287	56.9
flip-flops and latches	51	30.1
clock buffers	3	2.03
well taps	140	4.74
inverters	29	2.95
repair buffers	12	3.12
clock inverters	1	0.203
## final timing paths
check	cells past startpoint	slack (ns)	endpoint	from
worst max-delay path	2	1.19	vga_v_sync	syncgen.vga_VS$_DFF_P_
worst min-delay path	1	0.46	syncgen.CounterX[0]$_SDFF_PP0_	syncgen.CounterX[0]$_SDFF_PP0_
worst max register to register	5	1.24	syncgen.CounterY[7]$_DFFE_PP_	syncgen.CounterX[5]$_SDFF_PP0_
worst min register to register	1	0.46	syncgen.CounterX[0]$_SDFF_PP0_	syncgen.CounterX[0]$_SDFF_PP0_
## metal layers
| metal | vias to the layer above | part of all wire [%] | wire length, microns | global-route usage (%) |
|---|---|---|---|---|
| met1 | 1102 | 55 | 3330 | 17.8 |
| met3 | 4 | 1.7 | 105 | 1.10 |
| met4 | 0 | 0.91 | 55 | 0.869 |
| li1 | 1346 | - | - | - |
| met5 | - | 0 | 0 | 0 |
| met2 | 24 | 42 | 2540 | 17.0 |
## cells by family (layout without fill, tap and decap cells)
| group | count (synthesis) | count (layout) |
|---|---|---|
| flip-flops | 51 | 51 |
| XOR/XNOR | 45 | 45 |
| AND-OR/OR-AND | 55 | 55 |
| AND/OR/NAND/NOR | 135 | 135 |
| buffers and inverters | 41 | 45 |
| adder cells (fa/ha/maj) | 52 | 52 |
## metrics by stage
stage | util [%] | hold WS (ns) | cells | power, mW
after detailed placement | 33.0 | 0.455 | 519 | 0.352
after global placement | 33.0 | 0.444 | 519 | 0.352
after CTS | 33.8 | 0.470 | 523 | 0.665
final | 33.8 | 0.464 | 523 | 0.663
after global routing | 33.8 | 0.482 | 523 | 0.684
after floorplan | - | 0.430 | 379 | 0.352
## power groups by stage
stage | Sequential (mW) | Combinational (mW) | Clock (mW)
CTS | 0.345 | 0.00000106 | 0.321
global route | 0.345 | 0.00000106 | 0.339
finish | 0.345 | 0.00000106 | 0.318
## placed cells by master, fill, tap and decap left out, types with 2 or more instances in the layout
cell / netlist / layout
sky130_fd_sc_hd__and2_1: 3 / 3
sky130_fd_sc_hd__fa_1: 2 / 2
sky130_fd_sc_hd__clkbuf_16: 0 / 3
sky130_fd_sc_hd__and3_1: 3 / 3
sky130_fd_sc_hd__o41a_1: 2 / 2
sky130_fd_sc_hd__inv_1: 29 / 29
sky130_fd_sc_hd__clkdlybuf4s50_1: 0 / 10
sky130_fd_sc_hd__nand4_1: 8 / 8
sky130_fd_sc_hd__xor2_1: 17 / 17
sky130_fd_sc_hd__nand3_1: 22 / 22
sky130_fd_sc_hd__a21o_1: 2 / 2
sky130_fd_sc_hd__or2_1: 2 / 2
sky130_fd_sc_hd__o21ai_0: 14 / 14
sky130_fd_sc_hd__ha_1: 50 / 50
sky130_fd_sc_hd__a211oi_1: 2 / 2
sky130_fd_sc_hd__nor3_1: 14 / 14
sky130_fd_sc_hd__a41oi_1: 2 / 2
sky130_fd_sc_hd__o41ai_1: 3 / 3
sky130_fd_sc_hd__nand2b_1: 5 / 5
sky130_fd_sc_hd__buf_4: 6 / 2
sky130_fd_sc_hd__xnor2_1: 28 / 28
sky130_fd_sc_hd__edfxtp_1: 9 / 9
sky130_fd_sc_hd__nor3b_1: 2 / 2
sky130_fd_sc_hd__dfxtp_1: 42 / 42
sky130_fd_sc_hd__nor2b_1: 9 / 9
sky130_fd_sc_hd__or4_1: 3 / 3
sky130_fd_sc_hd__o21bai_1: 3 / 3
sky130_fd_sc_hd__a21oi_1: 19 / 19
sky130_fd_sc_hd__nor4_1: 5 / 5
sky130_fd_sc_hd__nand2_1: 20 / 20
sky130_fd_sc_hd__nor2_1: 34 / 34
## critical path: cells and delay by family (launching register included)
kind / cells / cell delay [ns]
DFF: 1 / 0.30
buffers and inverters: 2 / 0.49
Power figures rest on the tool's default switching activity, not on a simulated workload.
