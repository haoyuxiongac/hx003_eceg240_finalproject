## design/flow/design.v

```verilog
`timescale 1ns / 1ps
module playsound(
    input clk,
	 input win,
	 input die,
	 output speaker
	 );
reg [16:0] counter;
always @(posedge clk)
	counter <= counter + 1;
assign speaker = (win) ? counter[16]:
			        (die) ? counter[15]:
						0;
endmodule
```

## design/flow/run.sh

```bash
#!/bin/bash
# OpenROAD 26Q1-2900-gdf79404cd8, Yosys 0.63+post, stock flow scripts
make -C /OpenROAD-flow-scripts/flow DESIGN_CONFIG=/design/flow/config.mk WORK_HOME=/design/flow/orfs finish
```

## design/flow/config.mk

```make
export PLATFORM = sky130hd
export DESIGN_NAME = playsound
export DESIGN_NICKNAME = playsound
export VERILOG_FILES = /design/flow/design.v
export SDC_FILE = /design/flow/constraint.sdc
export NUM_CORES = 4
export LEC_CHECK = 1
export CORE_AREA = 10 10 87 87
export DIE_AREA = 0 0 97 97
```

## design/flow/constraint.sdc

```tcl
current_design playsound

set clk_period 2.5
set clk_io_pct 0.2

create_clock -name clk0 -period $clk_period [get_ports {clk}]

set non_clock_inputs [all_inputs -no_clocks]
set_input_delay [expr $clk_period * $clk_io_pct] -clock clk0 $non_clock_inputs
set_output_delay [expr $clk_period * $clk_io_pct] -clock clk0 [all_outputs]
```

==> impl_metrics.toml <==
# generated from flow reports
[detailed_routing]
via_per_inst = 3.06
first_pass_iters = 4
wl_met1_um = 510
ant_nets = 0
met3_length_um = 59
drtIter0Drc = 18
drc = 0
drt-total-wl_mm = 1.01
post_drt_wl_per_cell_um = 6.99
dr_wl_met2_um = 437
n_antenna_cell = 0
dr_total_vias = 440
highest_layer = "met3"

[place]
dp_slack_ns = 0.367
dpl_cell_area_um2 = 855
place_congestion = 0.725
port_buffers = 3
hpwl_um = 732

[logic_synthesis]
syn_inst = 65
avgSynthCellArea_um2 = 11.3
synth_cell_type_count = 17
yosys_cells = 65
ys_seq_share_pct = 46.3
synth_chip_area_um2 = 734
numSynthFlops = 17
syn_area_um2 = 734
yosys_warnings = 1

[cells_and_area]
area_delta_synth_final_pct = 22.5
lay_top_count = "dfxtp_1"
final_util_pct = 15.9
largest_reg_flops = 17
layout-drive-gt1-share_pct = 18.1
top_regs = "counter: 17 flops"
mostFrequentLayoutCells = "dfxtp_1, xor2_1, nand2_1"
design_area_um2 = 900
largest-register = "counter"

[worst_setup_path]
crit_required_ns = 2.00
cpMostUsedCell = "clkdlybuf4s50_1"
critPathKind = "in2out"
cp.arrival_ns = 1.62
worst-path-max-fanout = 1
r2r-start = "counter[0]"
crit_path_start_kind = "input port"
r2r_end = "counter[14]"
r2r_setup_slack_ns = 1.09
cp_slowest_cell = "clkdlybuf4s50_1"
crit_start = "die"
cpPeakStageDelay_ns = 0.49
crit_family = "buffers and inverters"
reg2reg_depth = 4
crit_chain = "clkdlybuf4s50_1, nand2_1, o21ai_0, clkdlybuf4s50_1"
endpoint_kind = "primary output"
critPathBufInv = 2

[sta]
clock_skew_ns = 0.00139
period_minus_slack_ns = 2.12
fin_setup_tns_ns = 0
tightest_slew_ns = 0.280
setup_ws_ns = 0.380
relSlewSlack_pct = 81.3
setup_viol = 0
finalHoldViolations = 0
fmax_mhz = 472
rsz0062_at_grt = "false"
drv_slew = 0
fin_crit_sh_pct = 84.8

[global_route]
grt.total_usage_pct = 2.11
grt_max_degree = 10
grt_pass1_vias = 371
grt_pass1_wl_mm = 1.75
antenna_found_initial = 0
grt_overflow = 0

[run]
drv_cap = 0
warnings = 25

[floorplanning]
std_cell_rows = 27
core_mm2 = 0.00564
fp.dieW_um = 97
die-area_mm2 = 0.00941
initial_core_util_pct = 13.0
io_pins = 4
fp.dieH_um = 97

[clock_tree]
numCtsBuffers = 3
clkSinkCount = 17
cts.path.max_buffers = 2
cts_resized = 0
cts.clk_slew.worst_paths_ns = 0.06
root_buffer = "clkbuf_8"
insertion_delay_ns = 0.25
cts_hold_buf = 0
htreeDepth = 1
cts_tree = "done"
cts_setup_buffers = 0

[hold_path]
min_path_cells = 1
holdPathEnd = "counter[0]"
holdCritPathClass = "reg2reg"
hold_start = "counter[0]"

[power_and_ir_drop]
power_leakage_nw = 0.377
power_w = 0.000474
p_per_area_mw_per_mm2 = 527
ir_drop_uv = 387

[status]
status = "completed"
## Yosys cell counts
master   number  area share (%)
dfxtp_1      17              46
xor2_1       11              13
nand2_1       6             3.1
nand3_1       4             2.7
nor2_1        4             2.0
xnor2_1       4             4.8
inv_1         3             1.5
nor3_1        3             2.0
nand4_2       2             3.4
nand4_4       2             5.8
nor4_2        2             3.4
nor4_4        2             5.8
ha_1          1             1.7
nand3_2       1             1.4
nand4_1       1            0.85
nor3_2        1             1.4
o21ai_0       1            0.68
## final cells by class
cell class / count / area [um^2]
tap: 72 / 90.1
clock buffer: 4 / 45.0
multi-input combinational: 45 / 383
sequential: 17 / 340
fill: 617 / 4740
timing repair buffer: 3 / 30.0
inverter: 3 / 11.3
## power breakdown
| group | switching (W) | internal (W) |
|---|---|---|
| sequential | 0 | 0.000271 |
| clock | 0.0000872 | 0.000113 |
| combinational | 0.000000579 | 0.00000271 |
## worst max-delay path by stage
stage,to,depth (start not counted)
global route,speaker,4
finish,speaker,4
CTS,speaker,4
## kinds of logic after synthesis
logic type / share of synthesized area [%]
DFF: 46.3
adders and majority gates: 1.70
AOI/OAI and AO/OA: 0.681
and+or+nand+nor: 31.9
buffers and inverters: 1.53
xor gates and xnor gates: 17.9
## metrics by stage
step / std cells / hold slack [ns]
finish: 144 / 0.423
global route: 144 / 0.443
CTS: 144 / 0.425
detailed placement: 140 / 0.411
global placement: 140 / 0.406
floorplan: 65 / 0.393
## layer usage
metal  global-route usage, %  vias to the layer above
li1                        -                      238
met1                    2.85                      197
met2                    2.97                        5
met3                    1.15                        0
met4                   0.225                        0
met5                       0                        -
Power figures rest on the tool's default switching activity, not on a simulated workload.
